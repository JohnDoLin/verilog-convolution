==> design/flow/design.v <==
module  CONV(
	input			clk,
	input			rst_n,
	input 			mode,
	input       	in_valid,
	output  		out_valid,
	output 	[13:0] 	AWADDR,
	output	[7:0] 	AWLEN,
	output 			AWVALID,
	input 			AWREADY,
	output 	[31:0] 	WDATA,
	output 			WVALID,
	input 			WREADY,
	output 	[13:0] 	ARADDR,
	output 	[7:0] 	ARLEN,
	output 			ARVALID,
	input 			ARREADY,
	input	[31:0] 	RDATA,
	input 			RVALID,
	output 			RREADY
);
localparam 	[31:0]	bias = 32'h00001310;
integer i;
reg	[31:0]	mem_r [260:0], mem_w [260:0];
reg	[31:0]	buff_r [15:0], buff_w [15:0];
reg	[31:0]	pool_r	[31:0], pool_w [31:0];
reg	[12:0]	mem_cnt_r, mem_cnt_w;
reg	[12:0]	buff_push_cnt_r, buff_push_cnt_w;
reg	[12:0]	buff_pop_cnt_r, buff_pop_cnt_w;
reg	[4:0]	buff_pnt_r, buff_pnt_w;
reg	[10:0]	pool_shift_cnt_r, pool_shift_cnt_w;
reg	[10:0]	pool_cyc_cnt_r, pool_cyc_cnt_w;
reg	[3:0]	ar_addr_r, ar_addr_w;
reg	[4:0]	aw_addr0_r, aw_addr0_w;
reg	[4:0]	aw_addr1_r, aw_addr1_w;
reg	ar_valid_r, ar_valid_w;
reg	aw_valid_r, aw_valid_w;
reg	w_switch_w, w_switch_r;
reg	aw_switch_w, aw_switch_r;
reg	mode_w, mode_r;
reg	delayer;
reg	[31:0]	prods_w	[8:0], prods_r	[8:0];
reg	[12:0]	prods_cnt_w, prods_cnt_r;
reg	prods_valid_r, prods_valid_w;
wire	prods_left_in;
wire	prods_right_in;
wire	r_success;
wire	w_success;
wire	mem_shift;
wire	[31:0]	mem_out;
wire	[31:0]	buff_in;
wire	[31:0]	buff_out;
wire	buff_push;
wire	buff_pop;
wire	buff_full;
wire	buff_empty;
wire	buff_error;
wire	[31:0]	pool_in;
wire	[31:0]	pool_out;
wire	pool_cyc;
wire	pool_shift;
wire	is_at_buff;
wire	prods_calc;
wire	prods_valid;
wire	prods_devalid;
assign	ARLEN = 8'b11111111;
assign	ARADDR = {2'b0, ar_addr_r, 8'b0};
assign	ARVALID = ar_valid_r;
assign	AWLEN = (aw_switch_r == 1'b0) ? 7'b1111111 : 5'b11111;
assign	AWADDR = (aw_switch_r == 1'b0) ? {2'b01, aw_addr0_r, 7'b0} : {4'b1000, aw_addr1_r, 5'b0};
assign	AWVALID = aw_valid_r;
assign	RREADY = !buff_full; 
assign	WDATA = (w_switch_r == 1'b0) ? buff_out : pool_out;
assign	WVALID = w_switch_r ? 1'b1 : !buff_empty;
assign	r_success = RVALID & RREADY;
assign	w_success = WVALID & WREADY;
assign	out_valid = pool_shift_cnt_r[10];
assign	is_at_buff = mode_r ? (mem_cnt_r >= 131) : (mem_cnt_r >= 66);
assign	mem_shift = prods_valid && !buff_full;
assign	mem_out = (mem_r[0][31]) ? 32'b0 : mem_r[0];
assign	buff_in = mem_out;
assign	buff_out = (buff_empty) ? 32'b0 : buff_r[buff_pnt_r];
assign	buff_push = mem_shift && is_at_buff;
assign	buff_pop = w_success && !w_switch_r;
assign	buff_full = (buff_pnt_r == 5'b00000);
assign	buff_empty = (buff_pnt_r == 5'b10000);
assign	buff_error = (buff_empty && buff_pop) || (buff_full && !buff_pop && buff_push);
assign	pool_in = buff_out;
assign	pool_out = pool_r[0];
assign	pool_cyc = is_at_buff && (w_switch_r ? 1'b0 : buff_pop);
assign	pool_shift = w_success && w_switch_r;
assign	prods_left_in = mode_r ? ((prods_cnt_r[5:0] != 6'b0) && (prods_cnt_r[5:0] != 6'h01)) : (prods_cnt_r[5:0] != 6'b0);
assign	prods_right_in = mode_r ? ((prods_cnt_r[5:0] != 6'h3f) && (prods_cnt_r[5:0] != 6'h3e)) : (prods_cnt_r[5:0] != 6'h3f);
assign	prods_calc = r_success || (prods_cnt_r[12] && !buff_pop_cnt_r[12] && !buff_full);
assign	prods_valid = prods_valid_r;
assign	prods_devalid = mem_shift;
always@(posedge clk or negedge rst_n) begin
	if(!rst_n) delayer <= 1'b0;
	else delayer <= 1'b1;
end
always@(*) begin
	if(w_switch_r == 1'b0 && buff_pop_cnt_r[6:0] == 7'h7f && w_success) w_switch_w = 1'b1;
	else if(w_switch_r == 1'b1 && pool_shift_cnt_r[4:0] == 5'h1f && w_success) w_switch_w = 1'b0;
	else w_switch_w = w_switch_r;
end
always@(*) begin
	if(ARVALID && ARREADY && (ar_addr_r == 4'b1111)) ar_valid_w = 1'b0;
	else ar_valid_w = ar_valid_r;
end
always@(*) begin
	if(ARVALID && ARREADY) ar_addr_w = ar_addr_r + 1;
	else ar_addr_w = ar_addr_r;
end
always@(*) begin
	if(AWVALID && AWREADY && aw_switch_r == 1'b1 && (aw_addr1_r == 5'h1f)) aw_valid_w = 1'b0;
	else aw_valid_w = aw_valid_r;
end
always@(*) begin
	if(AWVALID && AWREADY) aw_switch_w = !aw_switch_r;
	else aw_switch_w = aw_switch_r;
end
always@(*) begin
	if(AWREADY && AWVALID && aw_switch_r == 1'b0) aw_addr0_w = aw_addr0_r+1;
	else aw_addr0_w = aw_addr0_r;
end
always@(*) begin
	if(AWREADY && AWVALID && aw_switch_r == 1'b1) aw_addr1_w = aw_addr1_r+1;
	else aw_addr1_w = aw_addr1_r;
end
always@(*) begin
	if(in_valid) mode_w = mode;
	else mode_w = mode_r;
end
always@(*) begin
	if(prods_calc) begin
		prods_w[8] = (prods_right_in && !prods_cnt_r[12]) ? RDATA[23:16] * {20'hfffff, 20'hABC2E} : 32'b0;
		prods_w[7] = (!prods_cnt_r[12]) ? RDATA[23:16] * {20'hfffff, 20'hB52E2} : 32'b0;
		prods_w[6] = (prods_left_in && !prods_cnt_r[12]) ? RDATA[23:16] * {20'hfffff, 20'hAF5C4} : 32'b0;
		prods_w[5] = (prods_right_in && !prods_cnt_r[12]) ? RDATA[23:16] * {20'hfffff, 20'hE5518} : 32'b0;
		prods_w[4] = (!prods_cnt_r[12]) ? RDATA[23:16] * {20'h00000, 20'h71650} : 32'b0;
		prods_w[3] = (prods_left_in && !prods_cnt_r[12]) ? RDATA[23:16] * {20'hfffff, 20'hA938B} : 32'b0;
		prods_w[2] = (prods_right_in && !prods_cnt_r[12]) ? RDATA[23:16] * {20'h00000, 20'h5251F} : 32'b0;
		prods_w[1] = (!prods_cnt_r[12]) ? RDATA[23:16] * {20'h00000, 20'h7DFC0} : 32'b0;
		prods_w[0] = (prods_left_in && !prods_cnt_r[12]) ? RDATA[23:16] * {20'hfffff, 20'hEB885} : 32'b0;
	end else begin
		for(i=0;i<9;i=i+1) prods_w[i] = prods_r[i];
	end
end
always@(*) begin
	if(prods_calc) prods_cnt_w = prods_cnt_r + 1;
	else prods_cnt_w = prods_cnt_r;
end
always@(*) begin
	if((prods_calc && prods_valid && !prods_devalid) || !prods_calc && !prods_valid && prods_devalid) prods_valid_w = prods_valid_r;
	else prods_valid_w = prods_valid_r + prods_calc + prods_devalid;
end
always@(*) begin
	if(mem_shift) begin
		if(mode_r == 1'b0) begin
			mem_w[0] = mem_r[1] + bias + prods_r[0];
			mem_w[1] = mem_r[2] + prods_r[1];
			mem_w[2] = mem_r[3] + prods_r[2];
			for(i=3;i<64;i=i+1) mem_w[i] = mem_r[i+1];
			mem_w[64] = mem_r[65] + prods_r[3];
			mem_w[65] = mem_r[66] + prods_r[4];
			mem_w[66] = mem_r[67] + prods_r[5];
			for(i=67;i<128;i=i+1) mem_w[i] = mem_r[i+1];
			mem_w[128] = mem_r[129] + prods_r[6];
			mem_w[129] = mem_r[130] + prods_r[7];
			mem_w[130] = prods_r[8];
			for(i=131;i<261;i=i+1) mem_w[i] = mem_r[i];
		end else begin
			mem_w[0] = mem_r[1] + bias + prods_r[0];
			mem_w[1] = mem_r[2];
			mem_w[2] = mem_r[3] +prods_r[1];
			mem_w[3] = mem_r[4];
			mem_w[4] = mem_r[5] + prods_r[2];
			for(i=5;i<128;i=i+1) mem_w[i] = mem_r[i+1];
			mem_w[128] = mem_r[129] + prods_r[3];
			mem_w[129] = mem_r[130];
			mem_w[130] = mem_r[131] + prods_r[4];
			mem_w[131] = mem_r[132];
			mem_w[132] = mem_r[133] + prods_r[5];
			for(i=133;i<256;i=i+1) mem_w[i] = mem_r[i+1];
			mem_w[256] = mem_r[257] + prods_r[6];
			mem_w[257] = mem_r[258];
			mem_w[258] = mem_r[259] + prods_r[7];
			mem_w[259] = mem_r[260];
			mem_w[260] = prods_r[8];
		end
	end else begin
		for(i=0;i<261;i=i+1) mem_w[i] = mem_r[i];
	end
end
always@(*) begin
	if(mem_shift) mem_cnt_w = mem_cnt_r+1;
	else mem_cnt_w = mem_cnt_r;
end
always@(*) begin
	if(buff_push) buff_push_cnt_w = buff_push_cnt_r+1;
	else buff_push_cnt_w = buff_push_cnt_r;
end
always@(*) begin
	if(buff_pop) buff_pop_cnt_w = buff_pop_cnt_r+1;
	else buff_pop_cnt_w = buff_pop_cnt_r;
end
always@(*) begin
	if((buff_empty && buff_pop) || (buff_full && !buff_pop && buff_push)) begin
		buff_pnt_w = buff_pnt_r;
	end else begin
		buff_pnt_w = buff_pnt_r - buff_push + buff_pop;
	end
end
always@(*) begin
	if(buff_push) begin
		buff_w[15] = buff_in;
		for(i=0;i<15;i=i+1) buff_w[i] = buff_r[i+1];
	end else begin
		for(i=0;i<16;i=i+1) buff_w[i] = buff_r[i];
	end
end
always@(*) begin
	if(pool_shift) pool_shift_cnt_w = pool_shift_cnt_r+1;
	else pool_shift_cnt_w = pool_shift_cnt_r;
end
always@(*) begin
	if(pool_cyc) pool_cyc_cnt_w = pool_cyc_cnt_r+1;
	else pool_cyc_cnt_w = pool_cyc_cnt_r;
end
always@(*) begin
	if(pool_shift) begin
		for(i=0;i<31;i=i+1) pool_w[i] = pool_r[i+1];
		pool_w[31] = 32'b0;	
	end else begin
		if(pool_cyc) begin
			if(!pool_cyc_cnt_r[0]) begin
				pool_w[31] = (pool_r[0] > pool_in) ? pool_r[0] : pool_in;
				for(i=0;i<31;i=i+1) pool_w[i] = pool_r[i+1];
			end else begin
				pool_w[31] = (pool_r[31] > pool_in) ? pool_r[31] : pool_in;
				for(i=0;i<31;i=i+1) pool_w[i] = pool_r[i];
			end
		end else begin
			for(i=0;i<32;i=i+1) pool_w[i] = pool_r[i];
		end
	end
end
always@(posedge clk or negedge rst_n) begin
	if(~rst_n) begin
		ar_addr_r <= 4'b0;
		ar_valid_r <= 1'b1;
		for(i=0;i<261;i=i+1)
			mem_r[i] <= 32'b0;
		for(i=0;i<16;i=i+1)
			buff_r[i] <= 32'b0;
		for(i=0;i<32;i=i+1)
			pool_r[i] <= 32'b0;
		for(i=0;i<9;i=i+1)
			prods_r[i] <= 32'b0;
		prods_cnt_r <= 13'b0;
		prods_valid_r <= 1'b0;
		mem_cnt_r <= 13'b0;
		buff_push_cnt_r <= 5'b0;
		buff_pop_cnt_r <= 5'b0;
		buff_pnt_r <= 5'b10000;
		pool_shift_cnt_r <= 5'b0;
		pool_cyc_cnt_r <= 5'b0;
		aw_addr0_r <= 5'b0;
		aw_addr1_r <= 5'b0;
		aw_valid_r <= 1'b1;
		w_switch_r <= 1'b0;
		mode_r <= 1'b0;
		aw_switch_r <= 1'b0;
	end else begin
		if(delayer) begin
			ar_addr_r <= ar_addr_w;
			ar_valid_r <= ar_valid_w;
			for(i=0;i<261;i=i+1)
				mem_r[i] <= mem_w[i];
			for(i=0;i<16;i=i+1)
				buff_r[i] <= buff_w[i];
			for(i=0;i<32;i=i+1)
				pool_r[i] <= pool_w[i];
			for(i=0;i<9;i=i+1)
				prods_r[i] <= prods_w[i];
			prods_cnt_r <= prods_cnt_w;
			prods_valid_r <= prods_valid_w;
			mem_cnt_r <= mem_cnt_w;
			buff_push_cnt_r <= buff_push_cnt_w;
			buff_pop_cnt_r <= buff_pop_cnt_w;
			buff_pnt_r <= buff_pnt_w;
			pool_shift_cnt_r <= pool_shift_cnt_w;
			pool_cyc_cnt_r <= pool_cyc_cnt_w;
			aw_addr0_r <= aw_addr0_w;
			aw_addr1_r <= aw_addr1_w;
			aw_valid_r <= aw_valid_w;
			w_switch_r <= w_switch_w;
			mode_r <= mode_w;
			aw_switch_r <= aw_switch_w;
		end
	end
end
endmodule
==> design/flow/run.sh <==
#!/bin/bash
# OpenROAD 26Q1-2900-gdf79404cd8, Yosys 0.63+post, stock flow scripts
make -C /OpenROAD-flow-scripts/flow DESIGN_CONFIG=/design/flow/config.mk WORK_HOME=/design/flow/orfs finish
==> design/flow/config.mk <==
export PLATFORM = sky130hd
export DESIGN_NAME = CONV
export DESIGN_NICKNAME = CONV
export VERILOG_FILES = /design/flow/design.v
export SDC_FILE = /design/flow/constraint.sdc
export NUM_CORES = 4
export LEC_CHECK = 1
export CORE_UTILIZATION = 40
==> design/flow/constraint.sdc <==
current_design CONV

set clk_period 3191.5
set clk_io_pct 0.2

create_clock -name clk0 -period $clk_period [get_ports {clk}]

set non_clock_inputs [all_inputs -no_clocks]
set_input_delay [expr $clk_period * $clk_io_pct] -clock clk0 $non_clock_inputs
set_output_delay [expr $clk_period * $clk_io_pct] -clock clk0 [all_outputs]
==> out/results.ini <==
[worst_setup_path]
cp_max_fo=117
required_ns=3192.74
critical_path.startpoint_type=primary input
worst-setup-path-type=in -> async
cp-end-kind=async pin
arrival_ns=646.61

[clock_tree]
cts-root-buf=clkbuf_16
postCtsSetupBuffers=0
cts.sinks=10100
htreeDepth=7
cts_tree=done
cts_buffers=1084
cts_buffer_depth=5
ctsResizeCount=0
insertion_delay_ns=1.23
postCtsHoldBufs=0
clk_pin_slew_ns=0.06

[floorplan]
chip_area_um2=1040000
ios=121
core-area_um2=1030000
rows=373
die_h_um=1020
fp_util_pct=40.2
die_w_um=1020

[layout]
final_cell_mix=25,800 x nand2_1, 10,100 x dfrtp_1, 1,103 x clkbuf_16
layout.cells.most_common=nand2_1
area_growth_pct=11.9
final_core_util_pct=45.0
drive_above_1_share_pct=5.85

[sta]
finalSetupViolCount=0
worst_pin_slew_ns=1.14
fmax_ghz=0.00155
post-route-period-util_pct=20.2
slew_violations=0
hold_viol_final=0
setup_tns_ns=0
relSlewSlack_pct=23.3
fin_crit_ns=645.37
timing.hold.ws_ns=0.418
skew_ns=0.0903
rsz0062_at_grt=false

[grt]
grt_pass1_wl_um=1570000
grt_max_degree=200
grt_pass1_vias=285000
overflow=0
track_usage_pct=19.3
antenna_found_initial=43

[detailed_routing]
drt_pre_antenna_iters=25
wl_um=948000
met3_length_um=59500
wire_per_inst_um=16.0
drcViolationCount=0
detail-route-antenna-nets=0
dr.max_layer_used=met5
vias_per_cell=4.84
wl_met1_um=458000
drt_iter0_drc=22400
vias=287000
dr_wl_met2_um=407000

[placement]
gp_congestion=0.924
io_buffers=67
hpwlAfterDp_um=594000

[logic_synthesis]
synth_warnings=9
fa_ha_area_share_pct=3.59
synth.yosys.seq_area_share_pct=60.6
synth-compound-area-share_pct=3.73
postSynthAreaPerCell_um2=9.19
synth_flops=10100
logic_family=simple AND/OR/NAND/NOR gates
edf_count=0
ys_cells=45200
synth_cell_types=98
ys_area_um2=415000
synthFlopType=dfrtp_1
ys_sh_mux_pct=3.15
simple_gate_share_pct=24.9
xor_share_pct=1.11
synthCells=45200
async_reset_ff_share_pct=100
syn_area_um2=415000

[hold_path]
hp-class=reg -> reg

[power]
power.density_nw_per_um2=0.748
p_leak_nw=259
peakVddDrop_v=0.000000828

[status]
status=completed

[job]
warning_count=237
drv_cap=0

[final timing paths]
| path | from | endpoint | slack (ns) | cells past startpoint |
|---|---|---|---|---|
| hold reg to reg | mem_r[128][12] | mem_r[127][12] | 0.42 | 2 |
| setup / recovery | rst_n | mem_r[177][29] | 2546.13 | 13 |
| setup reg to reg | buff_pnt_r[2] | mem_r[193][21] | 3183.28 | 17 |
| min in group asynchronous | rst_n | pool_r[14][8] | 637.10 | 1 |
| max in group clk0 | RDATA[19] | prods_r[1][25] | 2546.65 | 21 |
| hold / removal | mem_r[128][12] | mem_r[127][12] | 0.42 | 2 |
[routing by layer]
layer | vias up | track usage (%)
li1 | 140000 | -
met1 | 140000 | 32.0
met2 | 4584 | 27.1
met3 | 1320 | 4.76
met4 | 15 | 4.11
met5 | - | 0.151
[registers in the layout (all words and copies together), names as in the netlist, 4 cells and up]
signal,cells
mem_r,8220
pool_r,1024
buff_r,496
prods_r,245
buff_pop_cnt_r,13
mem_cnt_r,13
prods_cnt_r,13
pool_shift_cnt_r,11
aw_addr0_r,5
aw_addr1_r,5
buff_pnt_r,5
ar_addr_r,4
[stage by stage]
| stage | cell area, um^2 | power (mW) | std cells | worst slack (ns) |
|---|---|---|---|---|
| final | 465000 | 0.347 | 59200 | 2546.13 |
| after global routing | 465000 | 0.366 | 59200 | 2544.71 |
| after CTS | 465000 | 0.352 | 59200 | 2545.61 |
| after detailed placement | 429000 | 0.223 | 57200 | 2544.29 |
| after global placement | 429000 | 0.223 | 57200 | 2544.37 |
| after floorplan | 415000 | 0.191 | 45200 | 2548.34 |
[layout make-up]
class,count,area [um^2]
clock inverter,359,4650
sequential,10100,252000
tap,13700,17100
inverter,610,2290
multi-input combinational,32200,152000
fill,94800,568000
clock buffer,1556,31600
antenna,16,40.0
timing repair buffer,654,5560
[synthesized netlist by cell type (130+ instances only)]
cell type  number  share of area [%]
xnor2_1       284               0.60
mux2_2        286               0.78
a21o_1        189               0.34
nand3_1       163               0.20
ha_1          804                2.4
dfrtp_1     10100                 61
nor3_1        130               0.16
nand2_1     25800                 23
buf_2         172               0.21
clkbuf_1     1962                1.8
o21ai_0       724               0.87
xor2_1        244               0.51
nor2_1        402               0.36
mux2_1        768                2.1
a21oi_1       522               0.63
a22oi_1       161               0.29
inv_1         609               0.55
fa_1          242                1.2
[cell families (layout without fill, tap and decap cells)]
group,after synthesis,after routing
AND/OR/NAND/NOR,27000,27000
flip-flops,10100,10100
buffers and inverters,2901,3179
AND-OR/OR-AND,2417,2417
multiplexers,1173,1173
adder cells (fa/ha/maj),1046,1046
XOR/XNOR,528,528
other,2,46
[critical path, cell delays in order]
cell and delay (ns):
buf_16 0.30, buf_4 0.63, buf_4 0.68, buf_12 0.50, buf_4 0.70, buf_4 0.60, buf_4 0.56, buf_4 0.54
buf_4 0.61, buf_12 0.49, buf_4 0.71, buf_4 0.71, buf_4 0.68
[report_power, final]
part | internal, mW | switching [mW]
clock network | 0.0739 | 0.0524
logic | 0.0244 | 0.0502
registers | 0.138 | 0.00876
total | 0.236 | 0.111
No activity file was given, so power comes from the tool's default toggle rates.
